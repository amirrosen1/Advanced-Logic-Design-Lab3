==> /design/flow/run.sh <==
#!/bin/bash
# OpenROAD 26Q1-2900-gdf79404cd8, Yosys 0.63+post, stock flow scripts
make -C /OpenROAD-flow-scripts/flow DESIGN_CONFIG=/design/flow/config.mk WORK_HOME=/design/flow/orfs finish
==> /design/flow/config.mk <==
export PLATFORM = sky130hd
export DESIGN_NAME = power_on
export DESIGN_NICKNAME = power_on
export VERILOG_FILES = /design/flow/design.v
export SDC_FILE = /design/flow/constraint.sdc
export NUM_CORES = 4
export LEC_CHECK = 1
export CORE_AREA = 10 10 70 70
export DIE_AREA = 0 0 80 80
==> /design/flow/constraint.sdc <==
current_design power_on

set clk_period 1.8
set clk_io_pct 0.2

create_clock -name clk0 -period $clk_period [get_ports {clk}]

set non_clock_inputs [all_inputs -no_clocks]
set_input_delay [expr $clk_period * $clk_io_pct] -clock clk0 $non_clock_inputs
set_output_delay [expr $clk_period * $clk_io_pct] -clock clk0 [all_outputs]
==> /design/flow/design.v <==
`timescale 1ns/1ns
module power_on (
    input  logic resetb,        
    input  logic clk,           
    input  logic power_good,    
    output logic enable          
);
    logic [4:0] counter;         
    assign enable = (counter == 0);
    always_ff @(posedge clk or negedge resetb) begin
        if (~resetb) begin
            counter <= 5'd30;  
        end else if (~power_good) begin
            counter <= 5'd30;  
        end else if (counter != 0) begin
            counter <= counter - 1'b1;  
        end
    end
endmodule  
==> results_dict.tcl <==
# collected from the flow reports
set metrics [dict create \
    drv_slew 0 \
    critPathArrivalTime_ns 1.35 \
    syn2layout_area_growth_pct 50.5 \
    synth.distinct_cells 15 \
    drtIter0Drc 7 \
    antenna_found_initial 0 \
    core_um2 3420 \
    die_area_um2 6400 \
    final_common_cell "dfstp_2" \
    clock.latency.late_pin_ns 0.25 \
    drc_errors 0 \
    maxCapViolCount 0 \
    cts_max_level 1 \
    reg_top3 "counter x5" \
    fillers 397 \
    relSlewSlack 0.849 \
    vias_per_cell 2.52 \
    regToRegEndpoint "counter[0]$_DFFE_PN0P_" \
    dp_slack_ns 0.0499 \
    overflow 0 \
    finalSetupViolCount 0 \
    tightest_slew_ns 0.226 \
    leakage_uw 0.000155 \
    worstSetupPathType "register to output pin" \
    final_cell_mix "dfstp_2 (4), inv_1 (3), clkbuf_4 (3)" \
    fin_area_um2 388 \
    hp-class "input port to asynchronous set/reset pin" \
    grt_pass1_vias 203 \
    cts_buffers 3 \
    drt_wl_total_um 524 \
    final_util 0.114 \
    reg2reg_slack_ns 0.31 \
    max_freq_ghz 0.583 \
    crit_required_ns 1.44 \
    rows 21 \
    wl_per_cell_um 6.63 \
    die_w_um 80 \
    cts_tree "yes" \
    synth_cells 24 \
    power_density_nw_per_um2 766 \
    num_antenna_cells 0 \
    endpoint_kind "output pin" \
    worstReg2RegStart "counter[1]$_DFFE_PN1P_" \
    initCoreUtil 0.0755 \
    fin_ws_ns 0.0853 \
    hold_viol_final 0 \
    ys.flops 5 \
    post-route-min-period_ns 1.71 \
    numPortBuffers 3 \
    clk_pin_slew_ns 0.04 \
    warnings 25 \
    chipHeight_um 80 \
    rsz0062_at_grt "no" \
    cts_root_buffer "clkbuf_4" \
    largest_reg_flops 5 \
    vias 199 \
    ant_nets 0 \
    ys_seq_frac 0.505 \
    worst_hold_slack_ns 0.340 \
    crit_fanout 3 \
    grt_pass1_wl_um 917 \
    ys_area_um2 258 \
    status "finished, final reports clean" \
    tns_ns 0 \
    yosys_warnings 1 \
    finClkSkew_ns 0.00767 \
    cts_num_sinks 5 \
    ys_cells 24 \
    io_pins 4 \
    drive_above_1_share 0.364 \
    timing.final.crit_share 0.953 \
    gp_congestion 0.724 \
    worst_setup_path_start_kind "register" \
    ir_drop_uv 170 \
    largest-register "counter" \
    dpl_cell_area_um2 353 \
    gr-usage-all-layers 0.0179 \
    clockBufferDepth 2 \
    reg2regPathDepth 7 \
    netlist_area_um2 258 \
    dr.pass1.iters 4 \
    hpwl_um 393 \
    grt_max_degree 6 \
    syn_avg_cell_area_um2 10.7 \
]
==> cells in the mapped netlist <==
cell / number / area [µm²]
o31ai_1: 2 / 15.0
dfrtp_1: 1 / 25.0
a21oi_1: 1 / 5.00
or3_1: 1 / 6.26
ha_1: 1 / 12.5
xnor2_1: 1 / 8.76
a211o_1: 1 / 8.76
dfstp_2: 4 / 105
inv_1: 4 / 15.0
nor3_1: 1 / 5.00
nand2_1: 2 / 7.51
nor2b_1: 1 / 6.26
nor2_1: 2 / 7.51
a31oi_1: 1 / 6.26
nor4b_4: 1 / 23.8
==> worst max-delay path, cell delays in order (launching register included) <==
cell	delay, ns
dfstp_2	0.51
inv_1	0.05
ha_2	0.18
nor4b_4	0.13
dlygate4sd2_1	0.23
==> stage by stage <==
stage,std cells,power (µW)
floorplan,24,153
global placement,74,164
detailed placement,74,165
CTS,79,299
global route,79,318
finish,79,297
==> routing by layer <==
| layer | global-route usage | routed length (µm) | up-vias |
|---|---|---|---|
| met4 | 0.00704 | 19 | 0 |
| met2 | 0.0209 | 198 | 7 |
| met1 | 0.0228 | 256 | 90 |
| met5 | 0 | 0 | - |
| li1 | - | - | 100 |
| met3 | 0.0148 | 49 | 2 |
==> worst max-delay path by stage <==
stage	from	endpoint	slack, ns	depth (start not counted)
5_1_grt	counter[1]$_DFFE_PN1P_	enable	0.02	4
6_report	counter[1]$_DFFE_PN1P_	enable	0.09	4
4_1_cts	counter[1]$_DFFE_PN1P_	enable	0.08	4
==> area by class of cell <==
type | count | area [µm²] | share of cell area
Inverter | 4 | 15.0 | 0.0387
Multi-Input combinational cell | 15 | 115 | 0.297
Clock buffer | 4 | 26.3 | 0.0677
Tap cell | 46 | 57.6 | 0.148
Timing Repair Buffer | 5 | 43.8 | 0.113
Sequential cell | 5 | 130 | 0.335
==> cell families (layout without fill, tap and decap cells) <==
kind of cell / count (synthesis) / after routing / share of synthesized area
AOI/OAI and AO/OA: 5 / 5 / 0.136
buffers and inverters: 4 / 13 / 0.0582
xor gates and xnor gates: 1 / 1 / 0.0340
and+or+nand+nor: 8 / 8 / 0.218
DFF: 5 / 5 / 0.505
adders and majority gates: 1 / 1 / 0.0485
==> where the power goes <==
group          switching (µW)  total, µW  internal [µW]
sequential               7.24        132            125
combinational            17.0       33.0           15.9
clock                    47.9        132           83.9
total                    72.1        297            225
==> what timing repair did <==
action	in CTS	in global routing
setup endpoints to repair	1	1
setup buffers	1	0
resized	2	1
hold buffers	0	0
cloned	0	0
No activity file was given, so power comes from the tool's default toggle rates.
