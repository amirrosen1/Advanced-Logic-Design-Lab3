## ./config.mk

```make
export PLATFORM = sky130hd
export DESIGN_NAME = shifter
export DESIGN_NICKNAME = shifter
export VERILOG_FILES = /design/flow/design.v
export SDC_FILE = /design/flow/constraint.sdc
export NUM_CORES = 4
export LEC_CHECK = 1
export CORE_AREA = 10 10 70 70
export DIE_AREA = 0 0 80 80
```

## ./constraint.sdc

```tcl
current_design shifter

set clk_period 1.1
set clk_io_pct 0.2

create_clock -name clk0 -period $clk_period

set non_clock_inputs [all_inputs -no_clocks]
set_input_delay [expr $clk_period * $clk_io_pct] -clock clk0 $non_clock_inputs
set_output_delay [expr $clk_period * $clk_io_pct] -clock clk0 [all_outputs]
```

## ./design.v

```verilog
module shifter(
    input  [3:0] a,          
    input  [1:0] b,         
    output [6:0] y           
);
    reg [6:0] temp;
    always @(*) begin
        case (b)
            2'b00: temp = {3'b000, a};       
            2'b01: temp = {2'b00, a, 1'b0};  
            2'b10: temp = {1'b0, a, 2'b00};  
            2'b11: temp = {a, 3'b000};       
            default: temp = 7'b0000000;      
        endcase
    end
    assign y = temp;  
endmodule
```

## ./run.sh

```bash
#!/bin/bash
# OpenROAD 26Q1-2900-gdf79404cd8, Yosys 0.63+post, stock flow scripts
make -C /OpenROAD-flow-scripts/flow DESIGN_CONFIG=/design/flow/config.mk WORK_HOME=/design/flow/orfs finish
```

==> out/summary.log <==
qor: grt.global_route.usage.met1 1.98%
qor: cells_and_area.drive_above_1_share 40.7%
qor: power_and_ir_drop.peakVddDrop 86.9 uV
qor: timing.pins_over_their_slew_limit 0
qor: power_and_ir_drop.power.share.switching 36.4%
qor: cells_and_area.num-fill-cells 407
qor: cells_and_area.area_growth_syn_to_layout 143%
qor: critical_path.cp_data_arrival_time 0.87 ns
qor: run.maxCapViolCount 0
qor: critical_path.worst_path_largest_cell_delay 0.23 ns
qor: status.outcome finished, final reports clean
qor: grt.grt.met3_usage 1.02%
qor: power_and_ir_drop.p_clk_share 0%
qor: power_and_ir_drop.total_switching_power 31.7 uW
qor: place.detailed_place.area 289 sq um
qor: cells_and_area.layout_cells_excl_fill 73
qor: timing.final.period_utilization 98.7%
qor: place.placedCellCount 72
qor: drt.vias_per_cell 2.03
qor: synth.adder_cell_area_share_of_the_yosys_netlist 0%
qor: power_and_ir_drop.power.share.combinational 100.0%
qor: critical_path.critical_path.cell_chain buf_8 -> mux2i_1 -> buf_4 -> mux2i_1 -> buf_2
qor: synth.ys_sh_xor 0%
qor: drt.routed_wire_length_per_instance 8.25 um
qor: grt.grt_use_met2 3.05%
qor: grt.grt_usage 1.78%
qor: drt.detail_route.antenna_diodes 0
qor: synth.yosys.area_share.aoi 4.17%
qor: timing.final_hold_violation_count 0
qor: power_and_ir_drop.power.density_cell_area 299 nW/um^2
qor: critical_path.slowest_stage mux2i_1
qor: critical_path.timing.critical_path.mode_cell mux2i_1
qor: critical_path.setup.worst_path.class in2out
qor: place.gp_routability_congestion 0.808
qor: floorplan.dieArea 6400 sq um
qor: timing.tightestPinTransition 0.192 ns
qor: drt.drt_pass1_iterations 1
qor: power_and_ir_drop.cellInternalPower 55.4 uW
qor: drt.routed-via-count 148
qor: grt.initial_antenna_violation_count 0
qor: drt.drc 0
qor: synth.netlist.top_cell.by_area mux2i_1
qor: critical_path.cp_endpoint_kind output pin
qor: drt.routed_wirelength 602 um
qor: cells_and_area.ff_count 0
qor: grt.grt_max_degree 9
qor: floorplan.floorplan.core_area 3420 sq um
qor: floorplan.initial_utilization 3.52%
qor: hold_path.min_path_cells 3
qor: grt.via_count_of_the_first_global_routing_pass 158
qor: timing.fmax 921 MHz
qor: synth.ys_top_logic_family multiplexers
qor: timing.post-route-min-period 1.09 ns
qor: synth.ys.warnings.count 1
qor: drt.drt.antenna.violating_nets 0
qor: synth.post_synth_and_or_nand_nor_area_fraction 30.2%
qor: cells_and_area.final.clkbuf_count 0
qor: synth.synth_top_area_share 50.0%
qor: grt.grt.overflow.total 0
qor: critical_path.worst-path-max-fanout 8
qor: synth.area_leaders mux2i_1, buf_6, and3_2
qor: hold_path.hp-class in2out
qor: cells_and_area.final_core_util 8.53%
qor: floorplan.die_x 80 um
qor: clock_network.holdBufCountCts 0
qor: run.openroad.warnings 33
qor: synth.netlist_area_before_placement 120 sq um
qor: floorplan.die.size.y 80 um
qor: timing.setup_violations 0
qor: power_and_ir_drop.p_total 87.1 uW
qor: synth.synthesis.instances 15
qor: power_and_ir_drop.leakagePower 0.133 nW
qor: synth.synth_seq_share 0%
qor: drt.number_of_drc_violations_after_detailed_routing_iteration_0 0
qor: timing.unrepaired_setup_endpoints_after_global_routing true
qor: cells_and_area.final_cell_area 292 sq um
qor: critical_path.worst-endpoint-required 0.88 ns
qor: place.portBuffers 13
qor: timing.slew-limit-headroom 86.9%
qor: synth.ys_chip_area 120 sq um
qor: floorplan.rows 21
qor: power_and_ir_drop.power_frac_seq 0%
qor: synth.synth-cells-yosys 15
qor: synth.most_common_cell mux2i_1
qor: critical_path.timing.critical_path.from_type primary input
qor: synth.synth.mux.area_fraction 50.0%
qor: synth.synth_area_per_cell 8.01 sq um
qor: cells_and_area.storage_element_area 0 sq um
qor: synth.yosys.cell_types.count 10
qor: grt.grt-busiest-layer met2
qor: floorplan.io_pins 13
qor: grt.grt_pass1_wl 883 um
==> metal layers <==
metal / share of wire (%) / up-vias
met3: 11 / 0
met2: 50 / 6
met4: 0 / 0
li1: - / 77
met1: 40 / 65
met5: 0 / -
==> layout by cell type (no fill, tap or decap) <==
master,synthesis,final
and3_4,0,1
buf_12,0,1
buf_2,0,5
buf_4,1,1
buf_6,1,1
buf_8,0,1
clkdlybuf4s15_1,0,1
dlygate4sd2_1,0,4
mux2i_1,6,6
nand2_1,1,1
nand3b_1,1,1
nor2_1,1,1
nor2b_1,1,1
nor3b_2,0,1
o21ai_1,1,1
==> path summary, 6_finish.rpt <==
path  startpoint    to  slack [ns]
max         b[1]  y[3]        0.01
min         b[0]  y[4]        0.73
==> through the flow <==
step	hold WS (ns)	setup WS (ns)	TNS, ns
final	0.725	0.0141	0
after global routing	0.766	-0.0562	-0.0582
after CTS	0.736	0.00447	0
after detailed placement	1.47	-0.805	-5.37
after global placement	1.46	-0.792	-5.27
after floorplan	0.515	0.295	0
==> critical path, delay by kind of cell <==
family / cells / cell delay [ns]
buffers and inverters: 3 / 0.36
multiplexers: 2 / 0.29
==> cell families (layout without fill, tap and decap cells) <==
logic type | Yosys count | after routing
AND-OR/OR-AND | 1 | 1
buffers and inverters | 2 | 14
multiplexers | 6 | 6
AND/OR/NAND/NOR | 6 | 6
==> power groups by stage <==
stage	combinational (mW)	clock, mW	sequential, mW
CTS	0.0898	0	0
global route	0.0971	0	0
finish	0.0871	0	0
==> cell type report <==
cell class | instances | area (sq um) | share of cell area [%]
multi-input cells | 13 | 110 | 37.8
repair buffers | 14 | 124 | 42.5
well taps | 46 | 57.6 | 19.7
==> what timing repair did <==
action,4_1_cts,5_1_grt
resized,47,0
pin swaps,2,0
setup buffers,1,0
setup endpoints to repair,7,2
No activity file was given, so power comes from the tool's default toggle rates.
